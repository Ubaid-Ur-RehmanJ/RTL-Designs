**./run.sh**
```bash
#!/bin/bash
# OpenROAD 26Q1-2900-gdf79404cd8, Yosys 0.63+post, stock flow scripts
make -C /OpenROAD-flow-scripts/flow DESIGN_CONFIG=/design/flow/config.mk WORK_HOME=/design/flow/orfs finish
```
**./config.mk**
```make
export PLATFORM = sky130hd
export DESIGN_NAME = UART_TXX
export DESIGN_NICKNAME = UART_TXX
export VERILOG_FILES = /design/flow/design.v
export SDC_FILE = /design/flow/constraint.sdc
export NUM_CORES = 4
export LEC_CHECK = 1
export CORE_AREA = 10 10 107 107
export DIE_AREA = 0 0 117 117
```
**./constraint.sdc**
```tcl
current_design UART_TXX

set clk_period 1.9
set clk_io_pct 0.2

create_clock -name clk0 -period $clk_period [get_ports {Clk}]

set non_clock_inputs [all_inputs -no_clocks]
set_input_delay [expr $clk_period * $clk_io_pct] -clock clk0 $non_clock_inputs
set_output_delay [expr $clk_period * $clk_io_pct] -clock clk0 [all_outputs]
```
**./design.v**
```verilog
`timescale 1ns / 1ps
module UART_TXX(input wire RST, Clk, Data_Send, Data_Ready,
input [7:0]Data_In,
output Serial_Out, UBusy
);
wire WCFlag,WLd_DReg,WLd_TxReg,WShift_TxReg,WBussy;
wire WRST_Counter,WRST_TxReg,WRST_DReg,WBClk;
CU_UART C1(.Data_Ready(Data_Ready),.Data_Send(Data_Send),.Clk(Clk),.CFlag(WCFlag),.Rst(RST),
.Shift_TxReg(WShift_TxReg),.LD_TxReg(WLd_TxReg),.LD_DReg(WLd_DReg),.UBusy(WBussy),.Rst_Counter(WRST_Counter),.Rst_TxReg(WRST_TxReg),.Rst_DReg(WRST_DReg));
DP_UART D1(.RST_Counter(WRST_Counter),.RST_TxReg(WRST_TxReg),.RST_DReg(WRST_DReg),
.UBusy_In(WBussy),.UBusy_Out(UBusy),.CFlag(WCFlag),.Data_In(Data_In),.LD_TxReg(WLd_TxReg),
.Shift_TxReg(WShift_TxReg),.LD_DReg(WLd_DReg),.Shift_Out(Serial_Out),.Clk(Clk));
endmodule
module DP_UART(input wire Clk, RST_Counter, RST_TxReg, RST_DReg, UBusy_In, LD_TxReg, Shift_TxReg, LD_DReg,
input wire [7:0] Data_In,
output Shift_Out, output UBusy_Out, CFlag);
assign UBusy_Out=UBusy_In;
wire WParity;
wire [7:0] WData;
ParityGenerator P1(.POut(WParity),.PEnable(LD_TxReg),.Pin(WData));
Counter C1(.CFlag(CFlag),.Enable(Shift_TxReg),.Clk(Clk),.Rst(RST_Counter));
Data_Reg D1(.Data_In(Data_In),.Ld_DReg(LD_DReg),.Data_Out(WData),.Rst(RST_DReg));
TX_Reg T1(.Serial_Out(Shift_Out),.LD_TXReg(LD_TxReg),.Shift_TXReg(Shift_TxReg),.Data_In(WData)
,.Clk(Clk),.RST(RST_TxReg),.Pin(WParity));
endmodule
module CU_UART(input wire Clk, Rst, CFlag, Data_Send, Data_Ready,
output reg Rst_TxReg, Rst_Counter,Rst_DReg, UBusy,LD_DReg,LD_TxReg,Shift_TxReg);
parameter [2:0] S_Rst=000,S_Waiting=001,S_DataLd=010,S_PreTx=100,S_Tx=101,S_PostTx=110;
reg [2:0] State_Reg;
always@(posedge Clk or negedge Rst)
if(Rst==0)
 State_Reg<=S_Rst;
else
case(State_Reg)
S_Rst:
 State_Reg<=S_Waiting; 
S_Waiting:
begin
 if(Data_Ready==1)
 State_Reg<=S_DataLd;
 else
 begin
 if(Data_Send==1)
 State_Reg<=S_PreTx;
 else
 State_Reg<=S_Waiting;
 end
end
S_DataLd: 
 State_Reg<=S_Waiting;
S_PreTx: 
 State_Reg<=S_Tx;
S_Tx:
begin
 if(CFlag==1)
 State_Reg<=S_PostTx;
 else
 State_Reg<=S_Tx;
end
S_PostTx: 
 State_Reg<=S_Waiting;
default:
 State_Reg<=S_Rst;
endcase
always@(State_Reg)
case(State_Reg)
S_Rst:
begin
 Rst_Counter<=1'b1;
 Rst_TxReg<=1'b1;
 Rst_DReg<=1'b1;
end
S_Waiting:
begin
 Rst_Counter<=1'b0;
 Rst_TxReg<=1'b0;
 Rst_DReg<=1'b0;
 LD_DReg<=1'b0;
end
S_DataLd:
begin
 LD_DReg<=1'b1;
end
S_PreTx:
begin
 UBusy<=1'b1;
 LD_TxReg<=1'b1;
end
S_Tx:
begin
 LD_TxReg<=1'b0;
 Shift_TxReg<=1'b1;
end
S_PostTx:
begin
 Shift_TxReg<=1'b0;
 UBusy<=1'b0;
 Rst_Counter<=1'b1;
 Rst_TxReg<=1'b1;
end
endcase
endmodule
module ParityGenerator(input PEnable,input [7:0] Pin, output POut);
 assign POut= PEnable?(Pin[0]^Pin[1]^Pin[2]^Pin[3]^Pin[4]^Pin[5]^Pin[6]^Pin[7]):1'b0;
endmodule
module Counter(input Enable, Clk, Rst, output reg CFlag);
reg[3:0]Count_Reg;
always@(posedge Clk or posedge Rst)
if(Rst==1)
 begin
 Count_Reg<=0;
 CFlag<=1'b0;
 end
else
 if(Enable==1)  
 if(Count_Reg==4'd9)  
 begin
 Count_Reg<=4'd0;
CFlag<=1'b1;
 end
 else  
 begin
 CFlag<=1'b0;
 Count_Reg<=Count_Reg+1;
 end
 else  
 begin
 Count_Reg<=0;
 CFlag<=1'b0;
 end
endmodule
module Data_Reg(input Rst, input [7:0] Data_In,input Ld_DReg,output [7:0] Data_Out);
reg [7:0]DReg;
assign Data_Out=DReg;
always@(Data_In or Ld_DReg or Rst)
if(Rst==1)
 DReg<=8'b0000_0000;
else
if(Ld_DReg==1)
 DReg<=Data_In;
else
 DReg<=DReg;
endmodule
module TX_Reg(input LD_TXReg, Shift_TXReg, Clk, RST, Pin,  input [7:0] Data_In, output Serial_Out);
reg [9:0]SReg;
assign Serial_Out=SReg[0];
always@(posedge Clk or posedge RST)
 if(RST==1) 
 SReg<=10'd1023;
 else
 if(LD_TXReg==1) 
 SReg<={Pin,Data_In,1'b0};
 else if(Shift_TXReg==1) 
 begin
 SReg<=SReg>>1;
 SReg[9]<=1'b1;
 end
 else  
 SReg<=SReg;
endmodule
```
==> results.cfg <==
; physical design summary
[floorplan]
coreArea_um2 = 9200
die_height_um = 117
rows = 35
initCoreUtil_pct = 13.6
pin_count = 14
die_area_um2 = 13700
die_w_um = 117

[drt]
routed_via_density = 3.19
wl_met2_um = 856
first_pass_iters = 4
wl_met3_um = 95
drt_wl_total_mm = 1.93
ant_nets = 0
vias = 769
wl_per_cell_um = 7.99
wirelength_met1_um = 965
drc = 0
drt_iter0_markers = 37
n_antenna_cell = 0
top_layer = met4

[synth]
synth.cell_area_um2 = 1250
yosysTopAreaCell = dfstp_2
synth.distinct_cells = 24
ys.flops = 35
synthCells = 117
topCellsByArea = dfstp_2 23%, dfrtp_1 20%, dlxtn_1 17%
synth_warnings = 4
yosys.area.top_type_share_pct = 23.1
synth-edff-count = 0
ys_area_um2 = 1250
flop_cell = dlxtn_1
synth-async-reset-ratio_pct = 60.0
ys_cells = 117
postSynthAreaPerCell_um2 = 10.7

[hold_path]
hp-class = primary input to asynchronous set/reset pin

[timing]
worst_slack_ps = 263
unclocked_regs = 14
max-slew-margin-rel_pct = 59.9
fin_setup_tns_ps = 0
setup_viol = 0
min_period_ps = 1640
tightest_slew_ps = 601
drv_slew = 0
untimed_endpoints = 15
hold_violations = 0
finalCritPeriodShare_pct = 86.2
finClkSkew_ps = 2.18
rsz0062_at_grt = false
fmax_ghz = 0.611

[setup_path]
r2r_end = D1.C1.Count_Reg[0]
r2r-start = D1.C1.Count_Reg[1]
crit_path_max_incr_delay_ps = 540
cp_cell_sequence = clkdlybuf4s50_1
required_ps = 1520
critPathKind = flip-flop to output pin
startpoint = D1.T1.SReg[0]
cpMaxStageDelayCell = dfstp_2
setup.worst_path.end = Serial_Out
cp-end-kind = output pin
critPathTopFamily = flip-flops
r2r_slack_ps = 810
cp.depth = 1
cp-start-kind = flip-flop
timing.critical_path.fanout_max = 2
crit_buf_inv = 1
rr_worst_depth = 5
crit_arrival_ps = 1260

[place]
hpwlAfterDp_mm = 1.54
placed_cells = 237
place.gp.congestion = 0.778
io_buffers = 13
place_area_um2 = 1500
dp_slack_ps = 528

[layout]
instances_no_fill = 241
fillers = 1024
finalInstanceArea_um2 = 1540
post-route-util_pct = 16.8
area_delta_synth_final_pct = 23.4
drive_gt1_share_pct = 10.8

[cts]
clockRootBuffer = clkbuf_8
cts_inserted_buffers = 3
clockBufferDepth = 2
hold_buffers = 0
htreeDepth = 1
path_clk_slew_ps = 80
cts_setup_buffers = 0
cts_tree = built
clock_latency_ps = 260
cts_resized = 0

[grt]
antenna_found_initial = 0
grt_pass1_vias = 813
grt_pass1_wl_mm = 3.56
grt_max_degree = 20
grt_usage_pct = 3.12
grt-ovfl-total = 0

[power_and_ir_drop]
p_leak_nw = 0.661
p_sw_w = 0.000381
seqPwrFrac_pct = 56.7
p_per_area_nw_per_um2 = 892
combPwrFrac_pct = 22.2
p_int_w = 0.000995
switching_share_pct = 27.7
ir_drop_v = 0.000310
clkPwrFrac_pct = 21.1

[job]
warning_count = 26
maxCapViolCount = 0

[status]
status = complete, no violations
## routing by layer
| layer | vias to the layer above | GRT usage (%) |
|---|---|---|
| met5 | - | 0 |
| met4 | 0 | 0.329 |
| met3 | 2 | 0.929 |
| met2 | 11 | 5.02 |
| met1 | 355 | 4.21 |
| li1 | 401 | - |
## worst min-delay path by stage
stage | depth (start not counted) | to
4_1_cts | 1 | C1.State_Reg[5]
5_1_grt | 1 | C1.State_Reg[5]
6_report | 1 | C1.State_Reg[5]
## sequential cells by signal, summed over array words and instances (netlist names)
signal,count
D1.C1.Count_Reg,4
C1.State_Reg,6
D1.C1.CFlag,1
C1.Rst_DReg,1
C1.LD_DReg,1
C1.LD_TxReg,1
D1.D1.DReg,8
C1.Shift_TxReg,1
C1.Rst_TxReg,1
C1.UBusy,1
D1.T1.SReg,10
## layout by cell type (no fill, tap or decap), types with 2 or more instances in the layout
cell,instances
nor2b_1,9
nor3_1,3
inv_1,6
clkdlybuf4s50_1,13
clkbuf_8,3
xnor2_1,8
nand2_1,10
dlxtn_1,14
dfstp_2,11
nor2_1,10
o21ai_0,9
mux2i_1,9
a21oi_1,2
ha_1,2
dfrtp_1,10
nor3b_1,3
## power groups by stage
stage	clock network (W)	registers [W]	logic, W
global route	0.000326	0.000809	0.000356
finish	0.000290	0.000780	0.000305
CTS	0.000298	0.000783	0.000314
## cell type report
type,count,area (um^2),share of cell area [%]
Sequential cell,35,749,48.6
Tap cell,111,139,9.01
Multi-Input combinational cell,72,455,29.5
Timing Repair Buffer,13,130,8.44
Inverter,6,22.5,1.46
Clock buffer,4,45.0,2.92
## cell families (layout without fill, tap and decap cells)
logic type / after synthesis / in the layout / synth area share (%)
AND/OR/NAND/NOR: 38 / 38 / 15.1
flip-flops: 21 / 21 / 43.2
multiplexers: 9 / 9 / 7.21
other: 1 / 1 / 0.300
buffers and inverters: 10 / 23 / 3.51
AND-OR/OR-AND: 14 / 14 / 6.21
latches: 14 / 14 / 16.8
XOR/XNOR: 8 / 8 / 5.61
adder cells (fa/ha/maj): 2 / 2 / 2.00
## stage by stage
step,hold WS (ps),power (W)
2_1_floorplan,84.4,0.000996
4_1_cts,362,0.00139
5_1_grt,369,0.00149
3_3_place_gp,474,0.00109
6_report,360,0.00138
3_5_place_dp,467,0.00110
## synth_stat cells, drive strengths merged, types with 2 or more instances
cell type,n
xnor2,8
nand2,10
mux2i,9
dfrtp,10
buf,3
ha,2
nor2b,9
nor2,10
nor3,3
nor3b,3
a21oi,2
dfstp,11
o21ai,9
inv,6
dlxtn,14
Power figures rest on the tool's default switching activity, not on a simulated workload.
