`design/flow/config.mk`:
```
export PLATFORM = sky130hd
export DESIGN_NAME = alu32bit
export DESIGN_NICKNAME = alu32bit
export VERILOG_FILES = /design/flow/design.v
export SDC_FILE = /design/flow/constraint.sdc
export NUM_CORES = 4
export LEC_CHECK = 1
export CORE_UTILIZATION = 40
```
`design/flow/constraint.sdc`:
```
current_design alu32bit

set clk_period 10.9
set clk_io_pct 0.2

create_clock -name clk0 -period $clk_period

set non_clock_inputs [all_inputs -no_clocks]
set_input_delay [expr $clk_period * $clk_io_pct] -clock clk0 $non_clock_inputs
set_output_delay [expr $clk_period * $clk_io_pct] -clock clk0 [all_outputs]
```
`design/flow/design.v`:
```
`timescale 1ns / 1ps
module alu32bit(in_a, in_b, in_c, ctrl, alu_out, c_out
    );
    input wire[31:0] in_a, in_b;
    input wire in_c;
    input wire[1:0] ctrl;
    output reg[31:0] alu_out;
    output reg c_out;
    parameter ADD=0, SUB=1, OR=2, AND = 3;
    always @(*)
    begin
    if (ctrl == ADD) begin
    {c_out, alu_out} = in_a + in_b + in_c;
    end
    else if (ctrl == SUB) begin
    {c_out, alu_out} = in_a - in_b - in_c;
    end
    else if (ctrl == OR) begin
    {c_out, alu_out} = in_a | in_b;
    end
    else if (ctrl == AND) begin
    {c_out, alu_out} = (in_a & in_b);
    end
    else begin
    alu_out = 0;
    c_out = 0;
    end
    end
endmodule
```
`design/flow/run.sh`:
```
#!/bin/bash
# OpenROAD 26Q1-2900-gdf79404cd8, Yosys 0.63+post, stock flow scripts
make -C /OpenROAD-flow-scripts/flow DESIGN_CONFIG=/design/flow/config.mk WORK_HOME=/design/flow/orfs finish
```
==> flow_metrics.py <==
# Auto-generated metrics
metrics = {
    "logic_synthesis": {
        "syn_area_um2": 5109,
        "post-synth-top-area-fraction_pct": 30.86,
        "synth.area.top_cells": "ha_1 31%, inv_1 9.1%, mux4_2 7.5%, a21oi_1 6.6%, a21o_1 5.0%",
        "post_synth_num_cell_types": 52,
        "post_synth_most_frequent_cells": "126 x ha_1, 124 x inv_1, 67 x a21oi_1",
        "chip_area_estimate_from_yosys_synthesis_um2": 5109,
        "postSynthAreaPerCell_um2": 7.404,
        "top_area_cell": "ha_1",
        "synth_stat.cells": 690,
        "yosysWarningCount": 1,
        "synth_top_cell_by_count": "ha_1",
        "postSynthCellCount": 690,
        "synth_sequential_area_ratio_pct": 0,
    },
    "cts": {
        "postCtsResizedCells": 0,
        "postCtsSetupBuffers": 0,
        "cts.hold.buffers_added": 0,
    },
    "setup_path": {
        "timing.critical_path.required_ps": 8720,
        "worstSetupStartpointType": "input port",
        "cpPeakStageDelay_ps": 560,
        "cp_cell_sequence": "clkdlybuf4s50_1 > inv_1 > fa_1 > ha_1 > o211ai_1 > a32oi_2 > a211oi_1 > nor3_1 > a41oi_1 > a31oi_1 > a221oi_1 > xnor2_1 > o22ai_1 > a21oi_1 > clkdlybuf4s50_1",
        "cp_num_buf_inv": 3,
        "cp_max_fo": 4,
        "critical_path.endpoint_type": "primary output",
        "worst-endpoint-arrival_ps": 6480,
        "timing.critical_path.max_delay_family": "AND-OR/OR-AND gates",
        "crit_path_frequent_cell": "clkdlybuf4s50_1",
        "critical-path-slowest-cell": "fa_1",
        "cp-startpoint": "in_a[0]",
        "critical_path_type": "input port to primary output",
    },
    "floorplan": {
        "floorplan.die_area_um2": 13230,
        "dieWidth_um": 115.0,
        "core_ar_um2": 12210,
        "floorplanUtilization_pct": 41.83,
        "ioPinCount": 100,
        "die_height_um": 115.0,
        "rows": 40,
    },
    "pwr": {
        "total_leakage_power_nw": 3.075,
        "post-layout-total-power_uw": 406.5,
        "power.density_nw_per_um2": 64.76,
        "vdd.ir_drop.worst_uv": 27.92,
    },
    "timing": {
        "timing.fmax_mhz": 115.5,
        "setup_repair_after_global_routing_missed_its_margin": "false",
        "final_min_period_over_clock_period_pct": 79.46,
        "drv_slew": 0,
        "tightest_slew_ps": 677.7,
        "timing.final.setup_violations": 0,
        "setup_slack_ps": 2238,
        "setup-tns-final_ps": 0,
        "timing_hold_violations_final": 0,
        "worst_hold_slack_ps": 5487,
        "fin_crit_ps": 8662,
        "max_slew_margin_pct": 54.34,
    },
    "place": {
        "pre_cts_ws_ps": 2283,
        "port-buffer-count": 100,
        "placed_cell_area_um2": 6277,
        "dpl.hpwl_mm": 10.83,
        "place.gp.congestion": 0.9428,
        "dpl.cell_count": 945,
    },
    "global_routing": {
        "grt_antenna_before_repair": 0,
        "grt_remaining_overflow": 0,
        "grt_first_pass_wirelength_mm": 21.98,
        "grt_max_degree": 61,
        "groute.usage.overall_pct": 20.55,
        "first_global_vias": 4713,
    },
    "route": {
        "drt_wl_total_mm": 12.89,
        "viasPerCell": 5.217,
        "drc": 0,
        "drt_first_pass_iters": 4,
        "drt_iter0_markers": 293,
        "detailroute.via_count": 4930,
        "antenna_cells_inserted": 0,
        "drtAntennaViolNets": 0,
        "post_drt_wl_per_cell_um": 13.64,
    },
    "finish": {
        "fill_cells": 1191,
        "instances_no_fill": 945,
        "numSequentialCells": 0,
        "area_added_between_synthesis_and_finish_pct": 22.88,
        "final.clkbuf_count": 0,
        "post_route_cells_drive_above_1_share_pct": 3.732,
        "postLayoutCellArea_um2": 6277,
        "layout.area.seq_um2": 0,
        "fin_util_pct": 51.40,
    },
    "run": {
        "cap_violations": 0,
        "log.warning_count": 97,
    },
    "min_path": {
        "worstHoldPathType": "input port to primary output",
        "end_point_of_the_most_critical_hold_path": "c_out",
        "min_from": "ctrl[0]",
        "worst_hold_path_cell_count": 4,
    },
    "outcome": {
        "outcome": "finished, final reports clean",
    },
}
## layout by cell type, fill, tap and decap left out, types with 2 or more instances in the layout
cell | netlist | routed
a221o_1 | 3 | 3
o21ai_0 | 31 | 31
o21bai_1 | 4 | 4
a41oi_1 | 2 | 2
nand3_1 | 10 | 10
a221oi_1 | 4 | 4
clkdlybuf4s50_1 | 0 | 99
a21o_1 | 34 | 34
or3_1 | 2 | 2
o31ai_1 | 2 | 2
a211oi_1 | 16 | 16
a21boi_0 | 2 | 2
o2bb2ai_1 | 2 | 2
nor3_1 | 8 | 8
nor2_1 | 45 | 45
nand2b_1 | 6 | 6
o41ai_1 | 2 | 2
o21a_1 | 9 | 9
o21ai_1 | 8 | 8
buf_4 | 0 | 3
and3_1 | 8 | 8
mux2i_1 | 2 | 2
a311oi_2 | 2 | 2
a21oi_1 | 67 | 67
a22oi_1 | 3 | 3
nand2_1 | 33 | 33
and4_1 | 5 | 5
a31oi_1 | 7 | 7
a211o_1 | 3 | 3
inv_1 | 124 | 124
nor2b_1 | 6 | 6
o22ai_1 | 3 | 3
nand4_1 | 3 | 3
mux4_2 | 17 | 17
ha_1 | 126 | 126
fa_1 | 4 | 4
xor2_1 | 27 | 27
o211ai_1 | 3 | 3
xnor2_1 | 28 | 28
## how the worst max path moves through the flow
stage         slack, ps           to  cells past startpoint
finish             2240  alu_out[31]                     15
global route       1950  alu_out[31]                     16
CTS                2260  alu_out[31]                     15
## layer usage
| metal | routed length, µm | vias up | global-route usage [%] | share of wire (%) |
|---|---|---|---|---|
| li1 | - | 2577 | - | - |
| met5 | 0 | - | 0 | 0 |
| met1 | 6742 | 2259 | 31.99 | 52 |
| met3 | 438 | 4 | 0.8579 | 3.4 |
| met2 | 5681 | 90 | 33.57 | 44 |
| met4 | 28 | 0 | 0.5195 | 0.22 |
## area by class of cell
| class | instances | area [µm²] | share of cell area [%] |
|---|---|---|---|
| inverter | 125 | 469.2 | 7.475 |
| multi-input combinational | 549 | 4579 | 72.95 |
| tap | 168 | 210.2 | 3.349 |
| timing repair buffer | 103 | 1018 | 16.22 |
## report_power, final
group          internal (mW)  leakage [nW]  switching (mW)
logic                  0.208          3.08           0.199
registers                  0             0               0
clock network              0             0               0
## logic make-up after synthesis
family | Yosys count | synth area share (%)
adder cells (fa/ha/maj) | 130 | 32.43
XOR/XNOR | 55 | 9.429
buffers and inverters | 141 | 10.36
multiplexers | 19 | 7.886
AND/OR/NAND/NOR | 130 | 12.00
AND-OR/OR-AND | 215 | 27.90
No activity file was given, so power comes from the tool's default toggle rates.
