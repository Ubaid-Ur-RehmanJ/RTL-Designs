## ./design.v

```verilog
`timescale 1ns / 1ps
module day_12_sequence_detector(
input wire clk, reset, x_i,
output det_o
    );
    parameter S0 = 0, S1 = 1, S2 = 2, S3 = 3, S4 = 4, S5 = 5, S6=6,
              S7 = 7, S8 = 8, S9 = 9, S10 = 10, S11 = 11;
    reg [3:0] PS, NS;
    assign det_o = PS == S11 ? 1 : 0;
    always @(posedge clk)
    begin
    if (reset)
    PS <= S0;
    else
    PS <= NS;
    end
    always @(PS, x_i)
    begin
    case (PS)
    S0 : 
    begin
    NS <= x_i ? S1 : S0;
    end
    S1 : 
    begin
    NS <= x_i ? S2 : S0;
    end
    S2 : 
    begin
    NS <= x_i ? S3 : S0;
    end
    S3 : 
    begin
    NS <= x_i ? S3 : S4;   
    end
    S4 : 
    begin
    NS <= x_i ? S5 : S0;
    end
    S5 : 
    begin
    NS <= x_i ? S6 : S0;
    end
    S6 : 
    begin
    NS <= x_i ? S3 : S7;
    end
    S7 : 
    begin
    NS <= x_i ? S8 : S0;
    end
    S8 : 
    begin
    NS <= x_i ? S9 : S0;
    end
    S9 : 
    begin
    NS <= x_i ? S3 : S10;
    end
    S10 : 
    begin
    NS <= x_i ? S11 : S0;
    end
    S11 : 
    begin
    NS <= x_i ? S2 : S0;
    end
    default :
    begin
    NS <= x_i ? S0 : S0;
    end
    endcase
    end
endmodule
```

## ./run.sh

```bash
#!/bin/bash
# OpenROAD 26Q1-2900-gdf79404cd8, Yosys 0.63+post, stock flow scripts
make -C /OpenROAD-flow-scripts/flow DESIGN_CONFIG=/design/flow/config.mk WORK_HOME=/design/flow/orfs finish
```

## ./config.mk

```make
export PLATFORM = sky130hd
export DESIGN_NAME = day_12_sequence_detector
export DESIGN_NICKNAME = day_12_sequence_detector
export VERILOG_FILES = /design/flow/design.v
export SDC_FILE = /design/flow/constraint.sdc
export NUM_CORES = 4
export LEC_CHECK = 1
export CORE_AREA = 10 10 70 70
export DIE_AREA = 0 0 80 80
```

## ./constraint.sdc

```tcl
current_design day_12_sequence_detector

set clk_period 1.6
set clk_io_pct 0.2

create_clock -name clk0 -period $clk_period [get_ports {clk}]

set non_clock_inputs [all_inputs -no_clocks]
set_input_delay [expr $clk_period * $clk_io_pct] -clock clk0 $non_clock_inputs
set_output_delay [expr $clk_period * $clk_io_pct] -clock clk0 [all_outputs]
```

==> flow_metrics.py <==
# Metrics from the implementation run
metrics = {
    "flow_run": {
        "maxCapViolations": 0,
        "warnings": 25,
    },
    "final_timing": {
        "tightest_slew_ns": 0.228,
        "fmax_mhz": 727,
        "drv_slew": 0,
        "max_slew_margin_pct": 84.7,
        "period_needed_ns": 1.38,
        "clock_skew_ns": 0.00486,
        "final-setup-viol-count": 0,
        "holdWs_ns": 0.459,
        "finalSetupTns_ns": 0,
        "rsz0062_at_grt": "no",
        "final-hold-violation-count": 0,
        "period_used_pct": 86.0,
    },
    "clocking": {
        "post_cts_resized": 0,
        "cts_sinks": 12,
        "insertion_delay_ns": 0.27,
        "cts-root-buf": "clkbuf_4",
        "holdBufCountCts": 0,
        "cts.clk_slew.worst_paths_ns": 0.07,
        "clock_path_buffers": 2,
        "htreeDepth": 1,
        "numCtsBuffers": 3,
        "cts_tree": "done",
        "post_cts_buffers": 0,
    },
    "yosys": {
        "ys_types": 8,
        "ys_sh_adder_pct": 0,
        "compound_area_share_pct": 4.95,
        "common_cells": "12 x dfxtp_1, 9 x and2_1, 2 x nor2_1, 2 x nor4_1",
        "yosys-top-cells-area": "dfxtp_1 68%, and2_1 16%, nor2b_4 3.9%",
        "yosysTopAreaCell": "dfxtp_1",
        "synthFlopType": "dfxtp_1",
        "synth_cells": 29,
        "synth-seq-cells": 12,
        "edf_count": 0,
        "synthTopLogicFamily": "simple AND/OR/NAND/NOR gates",
        "syn_avg_cell_area_sq_um": 12.2,
        "synthArstFlopShare_pct": 0,
        "synth-simple-area-share_pct": 27.2,
        "synthXorXnorAreaFrac_pct": 0,
        "yosysMostFrequentCell": "dfxtp_1",
        "syn_area_sq_um": 354,
        "yosys_warnings": 1,
        "mux_share_pct": 0,
        "ys_chip_area_sq_um": 354,
        "netlist.area_leader.share_pct": 67.8,
        "ys_cells": 29,
        "synth_seq_share_pct": 67.8,
    },
    "global_routing": {
        "grt_max_degree": 10,
        "antenna_found_initial": 0,
        "grt_pass1_vias": 208,
        "grt_use_total_pct": 1.95,
        "grt_overflow": 0,
        "grt_pass1_wl_um": 931,
    },
    "drt": {
        "drc_errors": 0,
        "antenna_cells": 0,
        "drtPass1Iterations": 2,
        "drt_iter0_drc": 40,
        "wire_per_inst_um": 6.90,
        "ant_nets": 0,
        "post_drt_via_cell_ratio": 2.60,
        "drt-total-wl_um": 559,
        "via_count": 211,
    },
    "cells_and_area": {
        "fin_area_sq_um": 464,
        "fillers": 391,
        "largest_reg_flops": 12,
        "final_util_pct": 13.6,
        "top_regs": "PS (12)",
        "drive_above_1_share_pct": 11.4,
        "areaGrowthSynthToFinish_pct": 31.1,
        "largest-register": "PS",
    },
    "pwr": {
        "irDropWorstVdd_mv": 0.183,
        "power_density_mw_per_mm2": 1080,
        "p_leak_nw": 0.165,
    },
    "place": {
        "port_buffers": 3,
        "globalplace.congestion": 0.716,
        "dpl_cell_area_sq_um": 442,
    },
    "outcome": {
        "status": "finished, final reports clean",
    },
    "floorplan": {
        "die_w_um": 80,
        "die_area_sq_mm": 0.00640,
        "io_pins": 4,
        "fp-row-count": 21,
        "coreArea_sq_mm": 0.00342,
        "initCoreUtil_pct": 10.4,
        "die_y_um": 80,
    },
    "worst_setup_path": {
        "cp_num_buf_inv": 1,
        "worstPathRequired_ns": 1.28,
        "crit_path_cell_trace": "clkdlybuf4s50_1",
        "critPathMaxStageDelay_ns": 0.46,
        "crit_start": "PS[10]",
        "path_max_fanout": 2,
        "critPathTopFamily": "buffers and inverters",
        "worstSetupPathType": "register to primary output",
        "endpoint_kind": "primary output",
        "reg2reg_depth": 2,
        "crit_end": "det_o",
        "reg2reg_to": "PS[0]",
        "start_kind": "register",
        "ff2ff_setup_slack_ns": 0.78,
        "crit_cells": 1,
        "cpMaxStageDelayCell": "clkdlybuf4s50_1",
        "r2r-start": "PS[3]",
        "arrival_ns": 1.06,
    },
    "min_path": {
        "holdCritPathClass": "register to register",
    },
}
## metal layers
layer	vias to the layer above	wire, um	part of all wire, %	GRT usage (%)
met5	-	0	0	0
met4	0	0	0	0
met3	0	107	19	2.61
met2	7	186	33	2.09
met1	96	265	47	2.36
li1	108	-	-	-
## where the power goes
group          internal, mW  switching [mW]
clock                0.0870          0.0908
combinational        0.0111         0.00832
sequential            0.303         0.00201
total                 0.401           0.101
## kinds of logic after synthesis
logic type / Yosys count
compound gates: 2
flops: 12
simple gates: 15
## layout by cell type, fill, tap and decap left out
master and instances:
nor4_1 2, a31oi_1 1, nor2_1 2, and2_1 9
dfxtp_1 12, clkbuf_4 3, nor2b_1 1, nor2b_4 1
clkdlybuf4s50_1 3, o41a_1 1
## final cells by class
type,instances,area (sq um),area share [%]
flip-flops and latches,12,240,51.8
multi-input cells,17,114,24.5
well taps,46,57.6,12.4
repair buffers,3,30.0,6.47
clock buffers,3,22.5,4.85
## worst register-to-register path, stage by stage, from the launching register on
cell and delay, ns:
dfxtp_1 0.32, nor4_1 0.26, a31oi_1 0.12
## metrics by stage
| stage | worst slack [ns] | std cells | total power, mW |
|---|---|---|---|
| 2_1_floorplan | 0.803 | 29 | 0.322 |
| 3_3_place_gp | 0.274 | 78 | 0.332 |
| 3_5_place_dp | 0.236 | 78 | 0.332 |
| 4_1_cts | 0.205 | 81 | 0.509 |
| 5_1_grt | 0.178 | 81 | 0.532 |
| 6_report | 0.224 | 81 | 0.503 |
## worst min-delay path by stage
stage | startpoint | end | depth (start not counted)
after CTS | PS[7] | PS[4] | 1
after global routing | PS[7] | PS[4] | 1
final | PS[7] | PS[4] | 1
Power is estimated from default activity; no workload was simulated.
